## design/flow/design.v

```verilog
`timescale 1ns/1ps
module findMyBest(clock, nrst, start, address, data_in, MY_BATTERY_STAT, mybest, done);
	input clock, nrst, start;
	input [16-1:0] data_in, MY_BATTERY_STAT;  
	output done;
	output [16-1:0] address;
	output [16-1:0] mybest;  
	reg done_buf;
	reg [16-1:0] address_count;
	reg [16-1:0] mybest_buf, qValue;  
	reg [1:0] state;
	reg [15:0] k;
	reg [31:0] kTemp;  
	reg [1:0] count;  
	always @ (posedge clock) begin
		if (!nrst) begin
			done_buf <= 0;
			address_count <= 16'h1C8;  
			mybest_buf <= 16'hFFFE;  
			state <= 0;
			k <= 0;
		end
		else begin
			case (state)
				0: begin
					if (start) begin
						state = 1;
						address_count <= 16'h1C8;  
						count <= 2'd3;
					end
					else state = 0;
				end
				1: begin
					qValue = data_in;
					if (qValue < mybest_buf) begin  
						mybest_buf = qValue;
					end
					if (address_count == 16'h246) begin
						case(count)
							2'd3: begin
								kTemp = (11 - 1) * MY_BATTERY_STAT;  
								count <= count - 1;
							end
							2'd2: begin
								if(kTemp[14:0] != 15'd0) 
									k <= kTemp[30:15] + 1;
								else
									k <= kTemp[30:15];
								count <= count - 1;
							end
							2'd1: begin
								if (k >= 11)
									k = 11 - 1;
								state = 2;
							end
						endcase
						address_count = 16'h648 + 2*k;  
					end
					else address_count = address_count + 2;  
				end
				2: begin
					kTemp = mybest_buf * data_in;
					mybest_buf = kTemp[20:5];
					state = 3;
				end
				3: begin
					done_buf = 1;
				end
				default: state = 3;
			endcase
		end
	end
	assign done = done_buf;
	assign address = address_count;
	assign mybest = mybest_buf;
endmodule
```

## design/flow/constraint.sdc

```tcl
current_design findMyBest

set clk_period 14.1
set clk_io_pct 0.2

create_clock -name clk0 -period $clk_period [get_ports {clock}]

set non_clock_inputs [all_inputs -no_clocks]
set_input_delay [expr $clk_period * $clk_io_pct] -clock clk0 $non_clock_inputs
set_output_delay [expr $clk_period * $clk_io_pct] -clock clk0 [all_outputs]
```

## design/flow/run.sh

```bash
#!/bin/bash
# OpenROAD 26Q1-2900-gdf79404cd8, Yosys 0.63+post, stock flow scripts
make -C /OpenROAD-flow-scripts/flow DESIGN_CONFIG=/design/flow/config.mk WORK_HOME=/design/flow/orfs finish
```

## design/flow/config.mk

```make
export PLATFORM = sky130hd
export DESIGN_NAME = findMyBest
export DESIGN_NICKNAME = findMyBest
export VERILOG_FILES = /design/flow/design.v
export SDC_FILE = /design/flow/constraint.sdc
export NUM_CORES = 4
export LEC_CHECK = 1
export CORE_UTILIZATION = 40
```

==> summary.rpt <==
==== FLOW RESULTS ====
----------------------------------------------------
[Outcome]
  Outcome ........................ finished clean

[Worst setup path]
  Worst-case register-to-register setup slack ........................ between 7000 and 8000 ps
  Crit Path Max Fanout ........................ 18
  Series of cell instances along the critical path ........................ clkdlybuf4s50_1 -> ha_1 -> inv_1 -> fa_1 -> inv_1 -> fa_1 -> inv_1 -> fa_1 -> inv_1 -> fa_1 -> fa_1 -> inv_1 -> fa_1 -> inv_1 -> ha_1 -> and4_1 -> and3_1 -> nand3_1 -> a21boi_0 -> a311oi_1 -> o31ai_1 -> a21oi_1 -> a31o_2
  CP max-delay cell ........................ sky130_fd_sc_hd__clkdlybuf4s50_1
  Crit-path max cell delay ........................ 960 ps
  Sort of element at the start of the critical path ........................ primary input
  Crit path required time ........................ 14200 ps
  CP arrival ........................ 9700 ps
  Crit path kind ........................ primary input to flip-flop
  Setup crit end kind ........................ flip-flop
  Worst reg2reg path depth ........................ 23

[Floorplanning]
  X dimension of the die ........................ 191 um
  Starting Density ........................ 0.410
  CORE AREA ........................ 0.0349 mm2
  Number of rows created at floorplan ........................ 68
  Count of pins on the block boundary ........................ 68
  Die Footprint ........................ around 0.037 mm2
  Die extent in y ........................ 191 um

[Place]
  HPWL after detailed placement ........................ approximately 28000 um
  Buffers on Ports ........................ 66
  Final weighted congestion in routability-driven placement ........................ 0.893

[Final layout]
  Synth-to-Final Area Change ........................ 10.6%
  Share of final-layout standard cells stronger than drive strength 1 ........................ 0.0473
  Layout Utilization ........................ 0.454
  Highest-count logic cell in the final layout ........................ sky130_fd_sc_hd__inv_1
  Layout filler cell count ........................ 3389
  Commonest non-fill, non-tap cells in the layout ........................ 280 x sky130_fd_sc_hd__inv_1, 223 x sky130_fd_sc_hd__nand2_1, 194 x sky130_fd_sc_hd__fa_1, 164 x sky130_fd_sc_hd__ha_1, 105 x sky130_fd_sc_hd__and2_1

[Drt]
  Antenna-violating nets left ........................ 0
  Starting DRC count in detailed routing ........................ 574
  # diodes ........................ 0
  Drt wl/cell ........................ between 15 and 20 um
  Remaining DRCs ........................ 0
  Via-to-Cell Ratio ........................ 5.28
  Via count ........................ 11400
  Drt pass-1 iters ........................ 5
  Final wirelength ........................ 37100 um

[Timing]
  Setup TNS ........................ 0 ps
  Post-route clock period utilization ........................ 0.681
  Slew at the pin with the worst max-slew slack ........................ 860 ps
  RSZ-0062 raised after global routing ........................ no
  Minimum period implied by the final worst setup slack ........................ 9600 ps
  Post-Route Skew ........................ about 6.7 ps
  Final setup violation count ........................ 0
  Max Clk Rate ........................ 104 MHz
  Worst slew margin relative to its limit ........................ 0.427
  Number of hold violations in the final report ........................ 0
  Final Hold Slack ........................ 483 ps
  Total count of max-transition violations in the final report ........................ 0

[CTS]
  TritonCTS clock tree ........................ yes
  CTS clock-pin slew for the worst setup and hold paths ........................ roughly 60 ps
  Buffer depth of the longest clock path ........................ 2
  # clock sinks ........................ 85
  Hold-fix buffer count after cts ........................ 0
  Clock latency at the later pin of the worst-skew pair ........................ 350 ps
  Setup bufs post-CTS ........................ 0
  Clock root cell ........................ sky130_fd_sc_hd__clkbuf_16
  Clock buffer count from CTS ........................ 9
  Number of H-tree levels ........................ 3
  Number of instances resized during post-cts repair ........................ 0

[Global routing]
  Number of antenna violations at the first check in global routing ........................ 0
  Wire length of the first global-routing pass ........................ 62000 um
  Total congestion overflow ........................ 0
  Vias in the first global route ........................ 11700
  Maximum number of pins on one net before global-route repair ........................ 50
  Global-route usage over all layers ........................ 0.228

[Synthesis]
  Synth Flop Type ........................ sky130_fd_sc_hd__dfxtp_1
  Tally of yosys warning messages ........................ 1
  Cell count after synthesis ........................ 1661
  Post-synth regs ........................ about 85
  Yosys stat chip area ........................ 0.0143 mm2
  Number of cells in the yosys synthesis report ........................ 1661
  Count of flip-flops with a built-in enable after synthesis ........................ 33
  Number of unique standard cell types used by synthesis ........................ ~80
  Async SR Flop Fraction ........................ 0
  Register area share after synthesis ........................ 0.142
  Cell Area, Synth ........................ around 0.014 mm2
  Synthesized area per cell ........................ 8.62 um2

[Flow run]
  Max-cap check violation count ........................ 0
  Tool warning count ........................ 42

[Hold path]
  Min-delay worst type ........................ flip-flop to flip-flop
  Min-Delay Path Depth ........................ 2

----------------------------------------------------
[registers in the layout (all words and copies together) (netlist names)]
signal	flops
kTemp	31
k	16
mybest_buf	16
address_count	15
state	4
count	2
done_buf	1
[synthesized netlist by cell type (14+ instances only)]
cell type | number | share of area
sky130_fd_sc_hd__ha_1 | 164 | 0.14
sky130_fd_sc_hd__a211oi_1 | 17 | 0.0089
sky130_fd_sc_hd__dfxtp_1 | 52 | 0.073
sky130_fd_sc_hd__xnor2_1 | 30 | 0.018
sky130_fd_sc_hd__nand3_1 | 20 | 0.0070
sky130_fd_sc_hd__fa_1 | 194 | 0.27
sky130_fd_sc_hd__and3_1 | 14 | 0.0061
sky130_fd_sc_hd__and2_1 | 105 | 0.046
sky130_fd_sc_hd__nor2_1 | 85 | 0.022
sky130_fd_sc_hd__clkbuf_1 | 58 | 0.015
sky130_fd_sc_hd__a21o_1 | 19 | 0.010
sky130_fd_sc_hd__nand2_1 | 223 | 0.058
sky130_fd_sc_hd__nor3_1 | 37 | 0.013
sky130_fd_sc_hd__inv_1 | 280 | 0.073
sky130_fd_sc_hd__edfxtp_1 | 33 | 0.069
sky130_fd_sc_hd__o21ai_0 | 43 | 0.015
sky130_fd_sc_hd__a21oi_1 | 60 | 0.021
[worst max-delay path, delay by kind of cell]
| kind | cells | cell delay (ps) |
|---|---|---|
| AOI/OAI and AO/OA | 5 | 1470 |
| adders and majority gates | 8 | 3640 |
| buffers and inverters | 7 | 1250 |
| and+or+nand+nor | 3 | 500 |
[per-layer routing]
metal / global-route usage / vias up / part of all wire
met2: 0.355 / 296 / 0.46
met5: 0 / - / 0
li1: - / 5538 / -
met1: 0.335 / 5580 / 0.45
met3: 0.0670 / 29 / 0.081
met4: 0.0281 / 0 / 0.013
[cells by family after synthesis]
logic type	Yosys count	synth area share
and+or+nand+nor	561	0.190
adders and majority gates	358	0.415
buffers and inverters	345	0.0914
AOI/OAI and AO/OA	256	0.127
DFF	85	0.142
xor gates and xnor gates	43	0.0263
muxes	12	0.00883
other	1	0.000262
[cell type report]
type,instances,area (um2),area share
multi-input combinational,1231,11000,0.694
sequential,85,2030,0.128
inverter,280,1050,0.0664
timing repair buffer,100,916,0.0578
tap,455,569,0.0360
clock buffer,12,256,0.0162
clock inverter,4,21.3,0.00134
[per-stage QoR]
step / instance area, um2 / cells / worst slack (ps)
after global routing: 15800 / 2167 / 3990
after floorplan: 14300 / 1661 / 5530
after detailed placement: 15600 / 2151 / 4090
final: 15800 / 2167 / 4500
after CTS: 15800 / 2167 / 4450
after global placement: 15600 / 2151 / 4170
[worst paths after layout]
| path | end | startpoint |
|---|---|---|
| max | kTemp[30] | data_in[7] |
| min | done_buf | done_buf |
| max reg2reg | kTemp[30] | mybest_buf[7] |
| min reg2reg | done_buf | done_buf |
